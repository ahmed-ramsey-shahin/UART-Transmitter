==> config.mk <==
export PLATFORM = sky130hd
export DESIGN_NAME = UART_TX
export DESIGN_NICKNAME = UART_TX
export VERILOG_FILES = /design/flow/design.v
export SDC_FILE = /design/flow/constraint.sdc
export NUM_CORES = 4
export LEC_CHECK = 1
export CORE_AREA = 10 10 81 81
export DIE_AREA = 0 0 91 91
==> constraint.sdc <==
current_design UART_TX

set clk_period 2.7
set clk_io_pct 0.2

create_clock -name clk0 -period $clk_period [get_ports {CLK}]

set non_clock_inputs [all_inputs -no_clocks]
set_input_delay [expr $clk_period * $clk_io_pct] -clock clk0 $non_clock_inputs
set_output_delay [expr $clk_period * $clk_io_pct] -clock clk0 [all_outputs]
==> design.v <==
module Counter (
    input  wire      CLK,
    input  wire      RST,
    input  wire      en,
    output reg       done
);
    reg [2:0] counter;
    always @(posedge CLK or negedge RST) begin
        if (~RST) begin
            counter <= 3'h0;
            done    <= 1'b0;
        end
        else begin
            done <= 1'b0;
            if (en) begin
                counter <= counter + 1'b1;
                if (counter == 3'b111) begin
                    done    <= 1'b1;
                end
            end
        end
    end
endmodule
module FSM (
    input  wire      CLK,
    input  wire      RST,
    input  wire      ser_done,
    input  wire      PAR_EN,
    input  wire      Data_Valid,
    output reg [1:0] mux_sel,
    output reg       ser_en,
    output reg       busy
);
    typedef enum bit [2:0] {
        IDLE = 3'b000,
        STR  = 3'b001,
        DATA = 3'b011,
        P    = 3'b010,
        STP  = 3'b110
    } state_e;
    state_e current_state;
    state_e next_state;
    always @(posedge CLK or negedge RST) begin
        if (~RST) begin
            current_state <= IDLE;
        end
        else begin
            current_state <= next_state;
        end
    end
    always @(*) begin
        next_state = IDLE;
        mux_sel    = 2'b01;
        ser_en     = 1'b0;
        busy       = 1'b0;
        case (current_state)
            IDLE: begin
                busy    = 1'b0;
                mux_sel = 2'b01;
                ser_en  = 1'b0;
                if(Data_Valid) begin
                    next_state <= STR;
                end
            end
            STR: begin
                busy       = 1'b1;
                mux_sel    = 2'b11;
                ser_en     = 1'b1;
                next_state = DATA;
            end
            DATA: begin
                busy    = 1'b1;
                mux_sel = 2'b01;
                ser_en  = 1'b0;
                if(ser_done & PAR_EN) begin
                    next_state = P;
                end
                else if(ser_done & ~PAR_EN) begin
                    next_state = STP;
                end
                else begin
                    next_state = DATA;
                    ser_en     = 1'b1;
                end
            end
            P: begin
                busy    = 1'b1;
                mux_sel = 2'b00;
                ser_en  = 1'b0;
                next_state = STP;
            end
            STP: begin
                busy    = 1'b1;
                mux_sel = 2'b10;
                ser_en  = 1'b0;
                next_state = IDLE;
            end
        endcase
    end
endmodule
module Mux (
    input  wire [1:0] mux_sel,
    input  wire       ser_data,
    input  wire       par_bit,
    output reg        out
);
    always @(*) begin
        case (mux_sel)
            2'b00: out = par_bit;
            2'b01: out = ser_data;
            2'b10: out = 1'b1;
            2'b11: out = 1'b0;
        endcase
    end
endmodule
module Serializer (
    input  wire       CLK,
    input  wire       RST,
    input  wire       ser_en,
    input  wire       Data_Valid,
    input  wire       busy,
    input  wire [7:0] P_DATA,
    output wire       ser_done,
    output reg        ser_data
);
    reg [7:0] registered_data;
    integer i;
    Counter counter (
        .CLK(CLK),
        .RST(RST),
        .en(ser_en & ~(Data_Valid & ~busy)),
        .done(ser_done)
    );
    always @(posedge CLK or negedge RST) begin
        ser_data <= 1'b1;
        if (~RST) begin
            registered_data <= 8'hFF;
        end
        else if (Data_Valid & ~busy) begin
            registered_data <= P_DATA;
        end
        else begin
            if (ser_en) begin
                ser_data <= registered_data[0];
                for (i = 0; i < 7; i = i + 1) begin
                    registered_data[i] <= registered_data[i + 1];
                end
                registered_data[7] <= 1'b1;
            end
            else if (ser_done) begin
                ser_data <= 1'b1;
            end
        end
    end
endmodule
module UART_TX (
    input  wire [7:0] P_DATA,
    input  wire       CLK,
    input  wire       RST,
    input  wire       Data_Valid,
    input  wire       PAR_EN,
    input  wire       PAR_TYP,
    output wire       TX_OUT,
    output wire       busy
);
    wire [1:0] mux_sel;
    wire       ser_done;
    wire       ser_en;
    wire       ser_data;
    wire       par_bit;
    Serializer serializer (
        .CLK(CLK),
        .RST(RST),
        .ser_en(ser_en),
        .Data_Valid(Data_Valid),
        .ser_done(ser_done),
        .P_DATA(P_DATA),
        .ser_data(ser_data),
        .busy(busy)
    );
    FSM fsm (
        .CLK(CLK),
        .RST(RST),
        .ser_done(ser_done),
        .PAR_EN(PAR_EN),
        .Data_Valid(Data_Valid),
        .mux_sel(mux_sel),
        .ser_en(ser_en),
        .busy(busy)
    );
    parity_calc par_calc (
        .CLK(CLK),
        .RST(RST),
        .Data_Valid(Data_Valid),
        .PAR_TYP(PAR_TYP),
        .P_DATA(P_DATA),
        .par_bit(par_bit)
    );
    Mux mux (
        .mux_sel(mux_sel),
        .out(TX_OUT),
        .ser_data(ser_data),
        .par_bit(par_bit)
    );
endmodule
module parity_calc (
    input  wire       CLK,
    input  wire       RST,
    input  wire       Data_Valid,
    input  wire       PAR_TYP,
    input  wire [7:0] P_DATA,
    output reg        par_bit
);
    always @(posedge CLK or negedge RST) begin
        if (~RST) begin
            par_bit <= 1'b0;
        end
        else begin
            if (Data_Valid) begin
                if (~PAR_TYP) begin
                    par_bit <= ^P_DATA;
                end
                else begin
                    par_bit <= ~^P_DATA;
                end
            end
        end
    end
endmodule
==> run.sh <==
#!/bin/bash
# OpenROAD 26Q1-2900-gdf79404cd8, Yosys 0.63+post, stock flow scripts
make -C /OpenROAD-flow-scripts/flow DESIGN_CONFIG=/design/flow/config.mk WORK_HOME=/design/flow/orfs finish
==> flow_summary.json <==
{
  "rsz0062_at_grt": "no",
  "synth_area_sq_um": 873.3,
  "h-tree-depth": 1,
  "dp_slack_ns": 0.5807,
  "dr.pass1.iters": 5,
  "clockBufferDepth": 2,
  "cap_violations": 0,
  "detail_route.iter0.violations": 33,
  "ctsResizeCount": 0,
  "routed-wl-met2_um": 785,
  "warning_count": 25,
  "edf_count": 0,
  "peakVddDrop_mv": 0.2340,
  "met3_wirelength_um": 90,
  "cts_hold_buf": 0,
  "period_needed_ns": 2.037,
  "rrSetupSlack_ns": 1.12,
  "io_pins": 15,
  "routed_wl_mm": 1.690,
  "finalCritPeriodShare_pct": 75.46,
  "setup_viol": 0,
  "die_area_sq_um": 8281,
  "flop_area_sq_um": 488.0,
  "finClkSkew_ns": 0.001074,
  "yosys_warnings": 5,
  "drive_gt1_share_pct": 18.68,
  "slew_headroom_pct": 45.91,
  "syn_inst": 75,
  "ys_ff": 19,
  "cp-start-kind": "flip-flop",
  "clk_latency_ns": 0.25,
  "vias": 587,
  "gr-total-overflow": 0,
  "total_leakage_power_nw": 0.4918,
  "yosys_cells": 75,
  "ys_types": 25,
  "die_h_um": 91,
  "top_cell_area_share_pct": 30.09,
  "grt_max_degree": 20,
  "num_antenna_cells": 0,
  "cp-end-kind": "output pin",
  "area_growth_pct": 29.37,
  "rows": 25,
  "gp_congestion": 0.7478,
  "hold_viol": 0,
  "synth_top_cell_by_count": "inv_1",
  "final_core_utilization_pct": 23.45,
  "cts_buffers": 3,
  "grt_pass1_wl_mm": 2.960,
  "max_stage_delay_ns": 0.51,
  "cp.arrival_ns": 1.50,
  "flop_cell": "dfstp_2",
  "outcome": "complete, no violations",
  "finalWorstSetupSlack_ns": 0.6626,
  "antenna_found_initial": 0,
  "fp_util_pct": 18.13,
  "critPathSlowestCell": "dfstp_2",
  "cts_root_buf": "clkbuf_8",
  "synthTopCellsByArea": "dfstp_2, dfrtp_1, a22oi_1, xnor2_1, inv_1",
  "async_reset_ff_share_pct": 100.0,
  "seq_area_frac_synth_pct": 55.87,
  "post_cts_buffers": 0,
  "wl_per_cell_um": 10.70,
  "drc": 0,
  "setup-tns-final_ns": 0,
  "routed.top_layer": "met4",
  "top_cells_by_count": "inv_1, dfstp_2, dfrtp_1",
  "drt-met1-wl_um": 797,
  "timing.fmax_mhz": 490.8,
  "core_area_sq_um": 4817,
  "cts_tree": "done",
  "grt_usage_pct": 4.222,
  "nFillCells": 513,
  "slew_violations": 0,
  "worst_slew_pin_slew_ns": 0.8088,
  "cts.sinks": 19,
  "synth_area_per_cell_sq_um": 11.64,
  "ant_nets": 0,
  "power.density_nw_per_um2": 939.1,
  "place_hpwl_mm": 1.269,
  "die-width_um": 91,
  "final-comb-area_sq_um": 331.6,
  "critPathBufInv": 1,
  "path_max_fanout": 1,
  "avgViaCountPerCell": 3.715,
  "cpLargestDelayFamily": "flip-flops",
  "hold_path_class": "reg -> reg",
  "path_class": "reg -> out",
  "worstPathCellList": "nor2b_1, a211oi_1, nor2_1, clkdlybuf4s50_1",
  "grt_pass1_vias": 597,
  "crit_required_ns": 2.16,
  "yosys-stat-area_sq_um": 873.3,
  "port_buffers": 14,
  "clk_pin_slew_ns": 0.07,
  "largest_area_cell": "dfstp_2"
}
-- flip-flops by register name (all words and copies together), names as in the netlist --
name,flops
fsm.current_state,5
serializer.counter.counter,3
serializer.registered_data,8
serializer.counter.done,1
serializer.ser_data,1
par_calc.par_bit,1
-- layer usage --
| layer | up-vias | GRT usage, % |
|---|---|---|
| met4 | 0 | 0.9138 |
| met5 | - | 0 |
| met2 | 11 | 6.444 |
| li1 | 285 | - |
| met1 | 289 | 5.722 |
| met3 | 2 | 1.411 |
-- metrics by stage --
stage               total power, mW  cells  instance area, sq um  hold WS (ns)
floorplan                    0.7581     75                 873.3        0.2444
global placement             0.8526    154                  1085        0.4504
detailed placement           0.8738    154                  1085        0.4457
CTS                           1.072    158                  1130        0.4699
global route                  1.147    158                  1130        0.4964
finish                        1.061    158                  1130        0.4648
-- final timing paths --
check / from / end / cells after the start
worst min-delay path: serializer.registered_data[0] / serializer.ser_data / 2
min in group asynchronous: RST / par_calc.par_bit / 1
worst max-delay path: serializer.ser_data / TX_OUT / 4
max in group asynchronous: RST / serializer.counter.counter[0] / 1
worst min register to register: serializer.registered_data[0] / serializer.ser_data / 2
worst max register to register: fsm.current_state[4] / serializer.registered_data[2] / 4
-- worst register-to-register path: stages (launching register included) --
cell     delay, ns
dfrtp_1       0.41
nor4_1        0.34
and2_1        0.41
or2_4         0.24
o21ai_0       0.10
-- where the power goes --
| part | switching [mW] | internal (mW) | total (mW) | leakage (nW) |
|---|---|---|---|---|
| combinational | 0.172 | 0.191 | 0.363 | 0.249 |
| sequential | 0.0609 | 0.447 | 0.507 | 0.220 |
| clock | 0.0864 | 0.105 | 0.191 | 0.0228 |
-- placed cells by master (no fill, tap or decap) --
cell             instances
clkdlybuf4s50_1         14
inv_1                   11
dfstp_2                 10
dfrtp_1                  9
a22oi_1                  7
o21ai_0                  7
xnor2_1                  5
and2_1                   3
clkbuf_8                 3
a21o_1                   2
nand2_1                  2
xor2_1                   2
mux2_2                   2
ha_1                     2
nor2b_1                  1
a211oi_1                 1
nor2_1                   1
nor4_1                   1
o21bai_1                 1
and3_1                   1
or2_4                    1
xnor3_1                  1
mux2_4                   1
nor3_1                   1
a21oi_1                  1
clkbuf_1                 1
-- final cells by class --
cell class	count	share of cell area (%)
clock buffers	4	3.987
inverters	11	3.654
flip-flops and latches	19	43.19
repair buffers	14	12.40
multi-input cells	43	29.35
well taps	67	7.420
-- kinds of logic after synthesis --
family | Yosys count | synth area share [%]
flip-flops | 19 | 55.87
multiplexers | 3 | 4.297
AND/OR/NAND/NOR | 11 | 7.164
XOR/XNOR | 8 | 9.599
buffers and inverters | 13 | 6.160
adder cells (fa/ha/maj) | 2 | 2.865
AND-OR/OR-AND | 19 | 14.04
No activity file was given, so power comes from the tool's default toggle rates.
